--- design.v ---
`timescale 1ns / 1ps
module obj_ref(
    input [3:0] obj_ptr,
	 input [7:0] mem_ptr,
    input clk,
	 input rd,
	 input wr,
	 input [15:0] obj_loc_in,
    output reg [15:0] obj_loc
    );
	reg [15:0] obj[7:0];
	initial begin
		obj[0] = 16'h0100;
		obj[1] = 16'h0200;
		obj[2] = 16'h0300;
		obj[3] = 16'h0400;
		obj[4] = 16'h0500;
		obj[5] = 16'h0600;
		obj[6] = 16'h0700;
		obj[7] = 16'h0800;
	end
	always @(posedge clk) begin
		if(rd)
			obj_loc <= (obj[obj_ptr]+mem_ptr);
		else
			obj[obj_ptr] <= obj_loc_in;
	end
endmodule
--- run.sh ---
#!/bin/bash
# OpenROAD 26Q1-2900-gdf79404cd8, Yosys 0.63+post, stock flow scripts
make -C /OpenROAD-flow-scripts/flow DESIGN_CONFIG=/design/flow/config.mk WORK_HOME=/design/flow/orfs finish
--- config.mk ---
export PLATFORM = sky130hd
export DESIGN_NAME = obj_ref
export DESIGN_NICKNAME = obj_ref
export VERILOG_FILES = /design/flow/design.v
export SDC_FILE = /design/flow/constraint.sdc
export NUM_CORES = 4
export LEC_CHECK = 1
export CORE_UTILIZATION = 30
--- constraint.sdc ---
current_design obj_ref

set clk_period 7.5
set clk_io_pct 0.2

create_clock -name clk0 -period $clk_period [get_ports {clk}]

set non_clock_inputs [all_inputs -no_clocks]
set_input_delay [expr $clk_period * $clk_io_pct] -clock clk0 $non_clock_inputs
set_output_delay [expr $clk_period * $clk_io_pct] -clock clk0 [all_outputs]
==> run notes <==
Notes on the physical design

Per report_power, the sequential group accounts for 48.9% of the total. The final layout reports a setup TNS of 0 ns. In the final report, the number of pins over their slew limit comes to 0. For this block, the via count after detailed routing is 3294. TritonCTS built the clock tree. The share of power burned in the clock network is 41.8%. The global-route usage over all layers is 12.9%. The layout report lists the multi-input gate area as 1600 um^2. Antenna repair during routing inserted a diode count of 0.

The clock root buffer is clkbuf_16. The total of fill cells in the finished design is 1828. The maximum number of pins on one net before global-route repair is 58. The static leakage is 2.49 nW. The relative contribution of combinational cells to total power is 9.2%. The number of cells on the worst reg-to-reg path is 10. After clock tree synthesis, the clock-pin slew on the worst setup and hold paths is 0.06 ns. The final count of negative-setup-slack endpoints is 0. The count of library flops with an enable pin is 144. The number of unique standard cell types used by synthesis is 51. Per the TritonCTS log, the buffer count is 17. For this design, Yosys synthesis ends with a cell count of 373.

Cell internal power was estimated by the tool at 1.50 mW. Counting the warning lines in the Yosys log gives 1. The HPWL after detailed placement is 7.43 mm. Yosys reported a register bit count of 144. The critical setup path kind is in -> reg. The number of global-route vias before repair is 3386. The overall routed net length is 12.0 mm. OpenSTA lists the critical path endpoint as obj_loc[14]. The number of top-level pins is 47. Static timing analysis puts the maximum clock frequency at 208 MHz. The worst setup path is captured at a flop. For this run, design rule violations remaining after detail routing come to 0.

The time the worst path needs with I/O delays and setup is 4.81 ns. The area of all placed cells without fillers is 7380 um^2. The period utilization is 64.1%. The setup clock skew after layout is 0.00676 ns. Measured against its own limit, the worst slew margin works out to 42.4%. The endpoint required time on the critical path is 7.66 ns. The startpoint class of the critical path is an input pin. The area recorded from the Yosys report for this design is 6060 um^2. In this run the power spent charging and discharging nets is 414 uW.

In this run the worst path has a maximum fanout of 57. The number of warnings reported in the stage logs is 27. The capture point of the worst reg-to-reg path is obj_loc[11]. The pre-CTS setup check shows a worst slack of 2.27 ns.

In this run the remaining antenna-violating nets after routing total 0. The total standard cell area after synthesis is 6060 um^2. The first global-routing pass estimated 18.7 mm of wire.

The number of vias per cell is 4.65. Between the synthesized netlist and the finished layout, the area growth was recorded as 21.8%. The share of cells above drive strength 1 is 16.0%. The path class of the lowest-slack min-delay path is reg -> reg. In the Yosys report, the sequential cells make up 71.4% of the chip area. For this run, asynchronously set or reset flops after synthesis account for 0%. The quantity of I/O buffers inserted on ports is 44. The flow ran to the end, and the final reports show no timing, DRC or antenna violations. Routability-driven placement finished with a final weighted congestion of 0.908.

The setup check on the worst reg-to-reg path leaves a slack of 4.54 ns. The number of detailed-routing iterations run before antenna repair is 4. The number of H-tree branching levels is 4. The switching share of power is 21.6%. The areal power density over the cells is 259 nW/um^2. On the critical path the data arrives at 4.96 ns. The global route stage reports its total congestion overflow as 0. Synthesis produced a netlist whose cell count is 373. The maximum ir drop on the vdd rail is 0.126 mV.

Looking at the clock tree report, the maximum root-to-sink buffer count equals 2. The sequential cell area is 4320 um^2. The effective utilization at floorplan is 30.8%.

Clock latency on the worst-skew pair, taken at its later pin, is 0.42 ns. The transition time recorded at the tightest slew-check pin is 0.860 ns. The final count of hold timing violations is 0. The average wire length per cell after detail routing is 16.9 um. The vertical die dimension reported for this design is 144 um. The number of placement rows is 51. The mean cell area of the mapped netlist is 16.2 um^2. The standard cell core area is 19700 um^2. The max-capacitance violation count is 0. Per the synth stats, the flop cell with the highest instance count is edfxtp_1. In this run, post-CTS repair resized a total of 0 instances.

Per the timing report, the most critical flop-to-flop path originates at obj[6][6]. The worst hold path cell count is 4. The chip area is 20800 um^2. Hold repair after CTS inserted 0 buffers. For this block, the initial DRC count from the detailed router was 259. The setup fix buffers added after clock tree synthesis is 0.

The die width is 144 um. Setup repair after global routing left no endpoint under its margin. The clock sink total is 144.

The initial antenna violation count is 1. Once placement finished, the instance area stood at 6810 um^2. The launch point of the critical path was reported as obj_ptr[0]. The completed layout was analyzed and its total power is 1.91 mW.

After layout, the worst setup slack is 2.69 ns.
[how the worst min path moves through the flow]
stage         startpoint     endpoint  slack, ns
CTS           obj[6][11]  obj_loc[11]       0.81
global route  obj[4][14]  obj_loc[14]       0.87
finish        obj[6][11]  obj_loc[11]       0.81
[layout by cell type (no fill, tap or decap), types with 3 or more instances in the layout]
cell type	netlist	final
mux2_2	6	6
clkinv_2	0	3
nor3_2	0	3
a221oi_1	6	6
clkbuf_16	0	17
mux2i_1	27	27
nand2_1	9	9
a21o_1	3	3
nor2_1	21	21
clkdlybuf4s50_1	0	41
mux4_2	4	4
nor2b_1	4	4
o21ai_0	17	17
ha_1	8	8
o22ai_1	3	3
edfxtp_1	144	144
xnor2_1	9	9
buf_2	7	3
clkinvlp_4	0	5
a211oi_1	6	6
buf_4	3	12
nand2b_1	3	3
nand3_1	10	10
xor2_1	5	5
inv_1	8	8
a21oi_1	16	16
a22oi_1	6	6
[power groups by stage]
stage / combinational [mW] / sequential [mW] / clock, mW
after global routing: 0.199 / 0.938 / 0.847
after CTS: 0.179 / 0.936 / 0.815
final: 0.177 / 0.936 / 0.801
[metal layers]
layer  track usage, %  vias to the layer above  wire (um)
met1             16.0                     1544       4670
li1                 -                     1582          -
met5                0                        -          0
met3             8.13                        9       1550
met2             20.1                      159       5640
met4             1.51                        0        135
[critical path, cell delays in order]
cell      delay, ns
buf_2          0.07
buf_4          0.52
inv_1          0.52
nor2_1         0.24
a21oi_1        0.05
o21ai_0        0.25
ha_1           0.24
inv_1          0.06
fa_1           0.40
nor2b_1        0.11
o21ai_0        0.10
a21oi_1        0.27
o211ai_2       0.19
nor4bb_4       0.30
xor2_1         0.09
[sequential cells by signal, summed over array words and instances (netlist names)]
| name | count |
|---|---|
| obj | 128 |
| obj_loc | 16 |
[synth_stat cells (all sizes together) (3+ instances only)]
| library cell | count | share of area (%) |
|---|---|---|
| nor2 | 23 | 1.5 |
| a21o | 3 | 0.37 |
| o21ai | 17 | 1.4 |
| nor2b | 5 | 0.64 |
| mux2i | 27 | 4.5 |
| a21oi | 16 | 1.3 |
| ha | 8 | 1.7 |
| inv | 9 | 0.56 |
| nand2b | 3 | 0.31 |
| mux2 | 9 | 1.8 |
| xor2 | 5 | 0.72 |
| a211oi | 8 | 1.2 |
| o22ai | 4 | 0.52 |
| clkbuf | 4 | 0.25 |
| nand3 | 10 | 0.83 |
| mux4 | 4 | 1.5 |
| edfxtp | 144 | 71 |
| a22oi | 6 | 0.74 |
| xnor2 | 9 | 1.3 |
| a221oi | 6 | 0.87 |
| buf | 14 | 1.7 |
| nor3 | 5 | 0.41 |
| nand2 | 9 | 0.56 |
[cell type report]
cell class,instances,share of cell area [%]
sequential,144,58.6
multi-input combinational,202,21.7
timing repair buffer,56,6.99
clock buffer,18,5.82
tap,265,4.49
clock inverter,14,1.93
inverter,9,0.458
[cells by family after synthesis]
logic type / after synthesis / share of synthesized area [%]
flops: 144 / 71.4
compound gates: 74 / 8.70
simple gates: 65 / 5.66
mux: 40 / 7.75
buf+inv: 27 / 2.50
xor+xnor: 14 / 2.02
fa+ha+maj: 9 / 1.98
[through the flow]
| step | utilization [%] | instances | hold slack [ns] |
|---|---|---|---|
| 2_1_floorplan | - | 373 | 0.696 |
| 3_3_place_gp | 34.6 | 676 | 0.795 |
| 5_1_grt | 37.5 | 708 | 0.871 |
| 6_report | 37.5 | 708 | 0.810 |
| 3_5_place_dp | 34.6 | 676 | 0.802 |
| 4_1_cts | 37.5 | 708 | 0.814 |
No activity file was given, so power comes from the tool's default toggle rates.
