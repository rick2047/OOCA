## flow/design.v

```verilog
`timescale 1ns / 1ps
module IF_stage(
    input clk,					 
    input rst,					 
	 input load_pc,			 
	 input [15:0] pc_in,		 
    output reg [15:0] pc	 
    );
	always @(posedge clk or posedge rst or posedge load_pc)
	begin
			if(rst)
				pc <= 16'hFFFF;
			else if(load_pc)
				pc <= pc_in;
			else if(clk)
				pc <= pc+1;
	end
endmodule
```

## flow/run.sh

```bash
#!/bin/bash
# OpenROAD 26Q1-2900-gdf79404cd8, Yosys 0.63+post, stock flow scripts
make -C /OpenROAD-flow-scripts/flow DESIGN_CONFIG=/design/flow/config.mk WORK_HOME=/design/flow/orfs finish
```

## flow/config.mk

```make
export PLATFORM = sky130hd
export DESIGN_NAME = IF_stage
export DESIGN_NICKNAME = IF_stage
export VERILOG_FILES = /design/flow/design.v
export SDC_FILE = /design/flow/constraint.sdc
export NUM_CORES = 4
export LEC_CHECK = 1
export CORE_AREA = 10 10 85 85
export DIE_AREA = 0 0 95 95
```

## flow/constraint.sdc

```tcl
current_design IF_stage

set clk_period 4.2
set clk_io_pct 0.2

create_clock -name clk0 -period $clk_period [get_ports {clk}]

set non_clock_inputs [all_inputs -no_clocks]
set_input_delay [expr $clk_period * $clk_io_pct] -clock clk0 $non_clock_inputs
set_output_delay [expr $clk_period * $clk_io_pct] -clock clk0 [all_outputs]
```

==> results.py <==
# Physical implementation metrics
metrics = {
    "die": {
        "core_area_um2": 5470,
        "dieWidth_um": 95,
        "dieArea_um2": 9030,
        "fp_util_pct": 18.7,
        "fp-row-count": 27,
        "die_h_um": 95,
        "ios": 35,
    },
    "global_routing": {
        "grtUsageTotal_pct": 6.26,
        "grt_pass1_vias": 831,
        "grt_pass1_wl_mm": 4.30,
        "grt_max_degree": 18,
        "antenna_found_initial": 0,
        "grt_overflow": 0,
    },
    "setup_path": {
        "path_class": "reg -> out",
        "rrSetupSlack_ps": 2570,
        "arrival_ps": 1460,
        "cp-start-kind": "flop",
        "worstPathCellList": "clkdlybuf4s50_1",
        "crit_path_top_delay_cell": "dfbbp_1",
        "path_buffers": 1,
        "critical-path-max-stage-delay_ps": 680,
        "critical_path.top_delay_family": "flip-flops",
        "cp_max_fo": 6,
        "cp_data_required_time_ps": 3360,
        "crit_path_end_kind": "primary output",
    },
    "route": {
        "first_pass_iters": 4,
        "detail_route.iter0.violations": 34,
        "via_per_inst": 4.15,
        "routed_wirelength_mm": 2.66,
        "wire_per_inst_um": 13.4,
        "ant_nets": 0,
        "n_antenna_cell": 0,
        "drc": 0,
        "dr_total_vias": 826,
    },
    "synthesis": {
        "yosysCellCount": 94,
        "ys_sh_aoi_pct": 7.80,
        "synthTopLogicFamily": "simple AND/OR/NAND/NOR gates",
        "synthMuxAreaShare_pct": 0,
        "ys_seq_share_pct": 50.7,
        "synthCells": 94,
        "simple_gate_area_share_pct": 25.6,
        "ys_seq_elements": 16,
        "ys_warn_count": 2,
        "syn-cell-area_um2": 1030,
        "ys_area_um2": 1030,
        "ys_types": 17,
        "ys_sh_xor_pct": 12.0,
        "syn_avg_cell_area_um2": 10.9,
        "adder_share_pct": 1.22,
    },
    "final_timing": {
        "skew_ps": 1.50,
        "tightest_slew_ps": 652,
        "rsz0062_at_grt": "no",
        "hold_viol": 0,
        "post-route-min-period_ps": 2300,
        "finalSetupViolCount": 0,
        "max-slew-margin-rel_pct": 56.4,
        "tns_ps": 0,
        "finalClockPeriodUsage_pct": 54.8,
        "drv_slew": 0,
        "timing.fmax_mhz": 434,
    },
    "worst_hold_path": {
        "min_path_type": "reg -> reg",
    },
    "pwr": {
        "vdd_drop_max_uv": 117,
        "finalPower_w": 0.000369,
        "p_int_w": 0.000300,
        "swShare_pct": 18.7,
        "p_comb_share_pct": 9.9,
        "pwr-share-clk_pct": 37.1,
        "switchingPower_w": 0.0000690,
        "power_density_nw_per_um2": 248,
        "seqPwrFrac_pct": 53.1,
        "power_leakage_nw": 0.542,
    },
    "place": {
        "io_buffers": 34,
        "place_congestion": 0.768,
        "dp_hpwl_mm": 2.07,
    },
    "job": {
        "cap_violations": 0,
        "tool_warnings": 40,
    },
    "clocking": {
        "cts_resized": 0,
        "cts_tree": "built",
        "clock_sinks": 16,
        "post_cts_buffers": 0,
        "htree_levels": 1,
        "cts_buffers": 3,
        "clock_latency_ps": 250,
        "clkTransAtPathRegs_ps": 60,
        "holdBufCountCts": 0,
        "clockRootBuffer": "clkbuf_8",
        "cts_buffer_depth": 2,
    },
    "final_layout": {
        "lay_top_cells": "clkdlybuf4s50_1, nand2b_1, a21oi_1, dfbbp_1, xor2_1",
        "drive_above_1_share_pct": 7.09,
        "area_growth_pct": 45.4,
        "lay_top_count": "clkdlybuf4s50_1",
        "largest_reg_flops": 16,
        "reg.largest.list": "pc x16",
        "regMostFlops": "pc",
    },
    "status": {
        "outcome": "completed",
    },
}
-- through the flow --
stage / setup slack [ps] / cell area, um2 / utilization, % / instances / hold WS (ps)
after floorplan: 2590 / 1030 / - / 94 / 412
after global placement: 1790 / 1440 / 26.2 / 195 / 429
after detailed placement: 1800 / 1440 / 26.2 / 195 / 429
after CTS: 1870 / 1490 / 27.3 / 199 / 444
after global routing: 1820 / 1490 / 27.3 / 199 / 467
final: 1900 / 1490 / 27.3 / 199 / 448
-- cells in the mapped netlist, drive strengths merged --
master | instances | area share, %
nand4 | 3 | 3.3
nand2 | 4 | 1.5
nand2b | 16 | 9.8
nor4 | 4 | 4.9
inv | 2 | 0.73
buf | 1 | 0.49
dfbbp | 16 | 51
nor3 | 4 | 2.0
nand3 | 5 | 2.4
a21oi | 16 | 7.8
and2b | 1 | 0.73
clkbuf | 4 | 1.5
ha | 1 | 1.2
xnor2 | 4 | 3.4
nor2 | 3 | 1.1
xor2 | 10 | 8.5
-- final timing paths --
path | cells past startpoint | end | start
worst max register to register | 3 | pc[13]$_DFFSR_PPP_ | pc[2]$_DFFSR_PPP_
worst min-delay path | 0 | pc[0]$_DFFSR_PPP_ | pc[0]$_DFFSR_PPP_
max in group asynchronous | 3 | pc[14]$_DFFSR_PPP_ | rst
worst min register to register | 0 | pc[0]$_DFFSR_PPP_ | pc[0]$_DFFSR_PPP_
min in group asynchronous | 2 | pc[9]$_DFFSR_PPP_ | pc_in[9]
worst max-delay path | 1 | pc[3] | pc[3]$_DFFSR_PPP_
-- cell families (layout without fill, tap and decap cells) --
group / Yosys count / in the layout
simple gates: 40 / 40
buf+inv: 7 / 40
flops: 16 / 16
fa+ha+maj: 1 / 1
xor+xnor: 14 / 14
compound gates: 16 / 16
-- metal layers --
layer  track usage [%]  routed length [um]  vias to the layer above
li1                  -                   -                      407
met1              8.71                1210                      388
met2              8.92                1140                       29
met3              3.13                 296                        2
met4             0.623                  14                        0
met5                 0                   0                        -
-- cell type report --
| class | instances | area [um2] |
|---|---|---|
| Multi-Input combinational cell | 71 | 478 |
| Timing Repair Buffer | 34 | 340 |
| Sequential cell | 16 | 520 |
| Tap cell | 72 | 90.1 |
| Inverter | 2 | 7.51 |
| Clock buffer | 4 | 55.1 |
| Fill cell | 583 | 3980 |
-- power groups by stage --
stage / sequential, W / clock (W) / combinational [W]
finish: 0.000196 / 0.000137 / 0.0000364
CTS: 0.000196 / 0.000142 / 0.0000369
global route: 0.000196 / 0.000147 / 0.0000406
Power is estimated from default activity; no workload was simulated.
